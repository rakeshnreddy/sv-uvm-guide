### flow/run.sh
#!/bin/bash
# OpenROAD 26Q1-2900-gdf79404cd8, Yosys 0.63+post, stock flow scripts
make -C /OpenROAD-flow-scripts/flow DESIGN_CONFIG=/design/flow/config.mk WORK_HOME=/design/flow/orfs finish
### flow/config.mk
export PLATFORM = sky130hd
export DESIGN_NAME = dut
export DESIGN_NICKNAME = dut
export VERILOG_FILES = /design/flow/design.v
export SDC_FILE = /design/flow/constraint.sdc
export NUM_CORES = 4
export LEC_CHECK = 1
export CORE_UTILIZATION = 50
### flow/constraint.sdc
current_design dut

set clk_period 5.3
set clk_io_pct 0.2

create_clock -name clk0 -period $clk_period [get_ports {clk}]

set non_clock_inputs [all_inputs -no_clocks]
set_input_delay [expr $clk_period * $clk_io_pct] -clock clk0 $non_clock_inputs
set_output_delay [expr $clk_period * $clk_io_pct] -clock clk0 [all_outputs]
### flow/design.v
module dut (
  input  logic        clk,
  input  logic        rst_n,
  input  logic        in_vld,
  input  logic [31:0] in_data,
  output logic        in_rdy,
  output logic        out_vld,
  output logic [31:0] out_data,
  input  logic        out_rdy
);
  logic [31:0] pipe_data [0:3];
  logic        pipe_vld  [0:3];
  assign in_rdy = !pipe_vld[0] || (out_rdy && !pipe_vld[1] && !pipe_vld[2] && !pipe_vld[3]);
  assign out_vld = pipe_vld[3];
  assign out_data = pipe_data[3];
  always_ff @(posedge clk or negedge rst_n) begin
    if (!rst_n) begin
      for (int i=0; i<4; i++) begin
        pipe_vld[i] <= 1'b0;
        pipe_data[i] <= '0;
      end
    end else begin
      if (in_vld && in_rdy) begin
        pipe_vld[0]  <= 1'b1;
        pipe_data[0] <= in_data;
      end else if (!pipe_vld[1]) begin
        pipe_vld[0]  <= 1'b0;
      end
      if (pipe_vld[0]) begin
        pipe_vld[1]  <= 1'b1;
        pipe_data[1] <= pipe_data[0];
      end else if (!pipe_vld[2]) begin
        pipe_vld[1]  <= 1'b0;
      end
      if (pipe_vld[1]) begin
        pipe_vld[2]  <= 1'b1;
        if (out_rdy == 1'b0 && pipe_vld[2]) begin
           pipe_data[2] <= pipe_data[1] ^ 32'hDEADBEEF;  
        end else begin
           pipe_data[2] <= pipe_data[1];
        end
      end else if (!pipe_vld[3]) begin
        pipe_vld[2]  <= 1'b0;
      end
      if (pipe_vld[2]) begin
        pipe_vld[3]  <= 1'b1;
        pipe_data[3] <= pipe_data[2];
      end else if (out_rdy) begin
        pipe_vld[3]  <= 1'b0;
      end
    end
  end
endmodule
==> results.txt <==
run results: slowest cell on the critical path=clkdlybuf4s50_1, reg2reg setup slack=approximately 3200 ps, yosys xor share=just over 4%, area share, top type=around 64%, internal power=between 3 and 4 mW, GP Congestion=about 0.73, sequential fraction of the synthesis area=63.6%, Slew HR=between 50% and 60%, f_max=approximately 270 MHz, via count=about 2800, crit-path leading delay family=buffers and inverters, initial DRC count=about 58, I/O Buffers=slightly below 70, Worst VDD drop=~0.4 mV, Syn Area/Cell=~15 um2, first-pass GRT wire length=15000 um, Final min period=between 3000 and 4000 ps, main flop type=dfrtp_1, Final Hold Fails=0, Post-synth ARST share=100%, Post-Synth Adder-Cell Area=0%, Critical R2R Launch=pipe_vld[0], chip height=just over 100 um, synthesized area=roughly 5200 um2, WS Path Type=primary input to primary output, Logic pwr share=25.5%, CTS tree=built, Switch Pwr=945 uW, design area=~6600 um2, Worst Setup End Kind=primary output, Reg2Reg Depth=4, Die Area=~11000 um2, area leader, netlist=dfrtp_1, Simple-Gate Fraction of Synth Area=under 10%, # DRC=0, clock latency on the worst-skew pair=~500 ps, WP depth=4, Synth Register Bits=between 100 and 150, Clock Skew=approximately 7 ps, CP startpoint kind=primary input, layout cells sized above 1=a little over a third, HP Class=flop to flop, vias per std cell=between 5 and 6, placed cell area=about 6000 um2, Routed Antenna Nets=0, ant diodes=0, # hold bufs at CTS=0, sw frac=between 20% and 30%, Die Wd=between 100 and 150 um, fin crit share=a little over two thirds, Finished Core Util=66.7%, TritonRoute pass-1 iters=4, largest fanout on the critical path=3, hpwl dp=4750 um, total negative slack=0 ps, Clock Tree Buf Depth=2, sequential share of power=between 40 and 50%, Sink Count=~130, Syn. warnings=3, max-slew violations=0, worst path arrival time=around 2600 ps, global route overflow=0, most used cell, CP=clkdlybuf4s50_1, Critical Path End=in_rdy, FP Rows=36, run status=finished clean, cells in synth_stat.txt=approximately 340, Post-Synthesis Cells=around 340, top post-synthesis cells by count=dfrtp_1 (132), mux2_2 (75), mux2_4 (29), Total Wirelength=approximately 9000 um, core area=9910 um2, post_cts resized=0, Worst-Margin Slew=about 740 ps, Tool Warnings=26, io pins=around 70, Synth cell types=16, Dominant comb cell=multiplexers, initial antenna violation count=0, CTS Buf Count=17, Critical Path Start=out_rdy, vias in the first global route=around 3000, Total GRT Usage=18.4%, Largest stage delay, worst path=between 500 and 600 ps, CP Buf/Inv Count=2, worst endpoint required time=around 4200 ps, top cells, area=dfrtp_1 (64%), mux2_2 (16%), mux2_4 (8.4%), xnor2_1 (4.0%), a21oi_1 (2.3%), yosys stat area=between 5000 and 6000 um2, CTS clk-pin slew, worst paths=60 ps, Clk Tree Root Cell=clkbuf_8, mux frac, synth=around a quarter, average routed wire per standard cell=approximately 16 um, max cap viols=0, final setup violation count=0, overall power=between 4 and 5 mW, Leak=between 2 and 3 nW, Clk network pwr share=a little under a third, Synth top cell by count=dfrtp_1, Post-CTS Setup Bufs=0, reg2reg end=pipe_data[0][1], Post-synth EDFFs=0, Final Hold Slack=500 ps, largest net degree at the start of global routing=between 70 and 80, Compound-Gate Fraction of Synth Area=under 10%, Core Density at Floorplan=around 52%, area grow syn2layout=27.3%, depth of the CTS H-tree=4, crit-path cells=clkdlybuf4s50_1, or4b_4, nand2_1, clkdlybuf4s50_1, Pwr per Cell Area=608 nW/um2, RSZ-0062 raised after global routing=no
## metal layers
metal / global-route usage, % / vias up / part of all wire, %
li1: - / 1308 / -
met1: 33.3 / 1424 / 51
met2: 25.6 / 54 / 44
met3: 3.45 / 9 / 3.9
met4: 2.04 / 0 / 1.2
met5: 0 / - / 0
## layout by cell type (no fill, tap or decap), drive strengths merged
master and n:
bufinv 4, clkinvlp 3, clkbuf 20, inv 1, xnor2 24, a21oi 24, or4b 1, clkinv 5
a21o 3, nor2b 1, buf 7, mux2 104, a21bo 1, nand2 3, clkdlybuf4s50 68, dfrtp 132
nor2 24
## state kept, by name (all words and copies together) (netlist names)
name,count
pipe_vld,4
pipe_data,128
## how the worst min path moves through the flow
stage | from | end | slack (ps) | cells after the start
4_1_cts | pipe_data[1][22] | pipe_data[1][22] | 500 | 1
5_1_grt | pipe_data[2][12] | pipe_data[3][12] | 510 | 1
6_report | pipe_data[1][22] | pipe_data[1][22] | 500 | 1
## per-stage QoR
| stage | setup WS [ps] | instances |
|---|---|---|
| floorplan | 2690 | 340 |
| global placement | 1630 | 526 |
| detailed placement | 1630 | 526 |
| CTS | 1620 | 558 |
| global route | 1590 | 558 |
| finish | 1620 | 558 |
## layout make-up
class	instances	area (um2)
Sequential cell	132	3310
Fill cell	703	3300
Multi-Input combinational cell	185	1770
Timing Repair Buffer	75	737
Clock buffer	20	445
Clock inverter	12	179
Tap cell	133	166
Inverter	1	3.75
## power by group through the flow
stage | registers [mW] | clock network [mW] | logic (mW)
CTS | 1.79 | 1.23 | 1.04
global route | 1.86 | 1.28 | 1.12
finish | 1.79 | 1.21 | 1.02
## logic make-up (layout without fill, tap and decap cells)
kind of cell,Yosys count,count (layout)
flip-flops,132,132
multiplexers,104,104
AND/OR/NAND/NOR,29,29
AND-OR/OR-AND,28,28
XOR/XNOR,24,24
buffers and inverters,23,108
Power is estimated from default activity; no workload was simulated.
