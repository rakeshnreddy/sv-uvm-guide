===== ./run.sh =====
#!/bin/bash
# OpenROAD 26Q1-2900-gdf79404cd8, Yosys 0.63+post, stock flow scripts
make -C /OpenROAD-flow-scripts/flow DESIGN_CONFIG=/design/flow/config.mk WORK_HOME=/design/flow/orfs finish

===== ./config.mk =====
export PLATFORM = sky130hd
export DESIGN_NAME = dma_ctrl
export DESIGN_NICKNAME = dma_ctrl
export VERILOG_FILES = /design/flow/design.v
export SDC_FILE = /design/flow/constraint.sdc
export NUM_CORES = 4
export LEC_CHECK = 1
export CORE_UTILIZATION = 40

===== ./constraint.sdc =====
current_design dma_ctrl

set clk_period 16.9
set clk_io_pct 0.2

create_clock -name clk0 -period $clk_period [get_ports {clk}]

set non_clock_inputs [all_inputs -no_clocks]
set_input_delay [expr $clk_period * $clk_io_pct] -clock clk0 $non_clock_inputs
set_output_delay [expr $clk_period * $clk_io_pct] -clock clk0 [all_outputs]

===== ./design.v =====
module dma_ctrl #(
  parameter NUM_CHANNELS = 4
) (
  input  logic                  clk,
  input  logic                  rst_n,
  input  logic [7:0]            bus_addr,
  input  logic                  bus_wr_en,
  input  logic [31:0]           bus_wr_data,
  output logic [31:0]           bus_rd_data,
  output logic [31:0]           mem_addr,
  output logic                  mem_rd_en,
  input  logic [31:0]           mem_rd_data,
  output logic                  mem_wr_en,
  output logic [31:0]           mem_wr_data
);
  logic [31:0] src_addr [NUM_CHANNELS];
  logic [31:0] dst_addr [NUM_CHANNELS];
  logic [31:0] length   [NUM_CHANNELS];
  logic        enable   [NUM_CHANNELS];
  always_ff @(posedge clk or negedge rst_n) begin
    if (!rst_n) begin
      for (int i = 0; i < NUM_CHANNELS; i++) begin
        src_addr[i] <= '0;
        dst_addr[i] <= '0;
        length[i]   <= '0;
        enable[i]   <= '0;
      end
    end else if (bus_wr_en) begin
      case (bus_addr)
        8'h00: src_addr[0] <= bus_wr_data;
        8'h04: dst_addr[0] <= bus_wr_data;
        8'h08: length[0]   <= bus_wr_data;
        8'h0C: enable[0]   <= bus_wr_data[0];
        default: ;
      endcase
    end
  end
  assign bus_rd_data = (bus_addr == 8'h0) ? src_addr[0] : 32'h0;
  always_ff @(posedge clk or negedge rst_n) begin
    if (!rst_n) begin
      mem_wr_en <= 1'b0;
      mem_rd_en <= 1'b0;
    end else if (enable[0] && length[0] > 0) begin
      mem_rd_en   <= 1'b1;
      mem_addr    <= src_addr[0];
      src_addr[0] <= src_addr[0] + 4;  
      mem_wr_en   <= 1'b1;
      mem_wr_data <= mem_rd_data;
      mem_addr    <= dst_addr[0];
      dst_addr[0] <= dst_addr[0] + 4;
      length[0]   <= length[0] - 1;
    end else begin
        mem_wr_en <= 1'b0;
        mem_rd_en <= 1'b0;
    end
  end
endmodule

==> deck_impl_summary.md <==
Physical Implementation Snapshot

Logic synthesis
  – Synthesis area per yosys: a little over 10000 um^2
  – Post-Synth XOR/XNOR Area: under 10%
  – Yosys cell count: 657
  – Cell Type Count: 35
  – Top comb family, area: simple AND/OR/NAND/NOR gates
  – Area leader, netlist: edfxtp_1
  – Cell area leaders: edfxtp_1, dfrtp_1, mux2_2
  – Ys flops: about 250
  – Post-synth top cells: edfxtp_1, dfrtp_1, mux2_2
  – Top cell area share: between 40 and 50%
  – Post-synth EDFFs: between 150 and 200
  – Mux share: between 10% and 20%
  – Ys async rst share: 37.9%
  – Adder share: less than 1%
  – Synth warn: 5
  – Simple share: between 10% and 20%
  – Synth Seq Share: a little under 70%
  – Post-synth top flop: edfxtp_1
  – Compound Share, Synth: less than 1%
  – Top-count cell post-synth: edfxtp_1

Status
  – Status: stopped before the end
  – First error: ERROR: Found 92 problems in 'check -assert'.
  – Failing step: synthesis (1_2_yosys)
-- kinds of logic after synthesis --
family | Yosys count
xor gates and xnor gates | 84
other | 1
AOI/OAI and AO/OA | 4
adders and majority gates | 3
muxes | 93
and+or+nand+nor | 189
DFF | 248
buffers and inverters | 35
