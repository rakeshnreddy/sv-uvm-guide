==> design/flow/design.v <==
module fifo #(
  parameter DATA_WIDTH = 32,
  parameter DEPTH      = 16
) (
  input  logic                  clk,
  input  logic                  rst_n,
  input  logic                  wr_en,
  input  logic [DATA_WIDTH-1:0] wr_data,
  input  logic                  rd_en,
  output logic [DATA_WIDTH-1:0] rd_data,
  output logic                  full,
  output logic                  empty
);
  logic [DATA_WIDTH-1:0] mem [DEPTH];
  logic [$clog2(DEPTH):0] wr_ptr;
  logic [$clog2(DEPTH):0] rd_ptr;
  always_ff @(posedge clk or negedge rst_n) begin
    if (!rst_n) begin
      wr_ptr <= '0;
      rd_ptr <= '0;
    end else begin
      if (wr_en && !full) begin
        mem[wr_ptr] <= wr_data;
        wr_ptr      <= wr_ptr + 1;
      end
      if (rd_en && !empty) begin
        rd_ptr <= rd_ptr + 1;
      end
    end
  end
  assign rd_data = mem[rd_ptr];
  assign full    = (wr_ptr - rd_ptr) == DEPTH;
  assign empty   = wr_ptr == rd_ptr;
endmodule
==> design/flow/run.sh <==
#!/bin/bash
# OpenROAD 26Q1-2900-gdf79404cd8, Yosys 0.63+post, stock flow scripts
make -C /OpenROAD-flow-scripts/flow DESIGN_CONFIG=/design/flow/config.mk WORK_HOME=/design/flow/orfs finish
==> design/flow/config.mk <==
export PLATFORM = sky130hd
export DESIGN_NAME = fifo
export DESIGN_NICKNAME = fifo
export VERILOG_FILES = /design/flow/design.v
export SDC_FILE = /design/flow/constraint.sdc
export NUM_CORES = 4
export LEC_CHECK = 1
export CORE_UTILIZATION = 30
==> design/flow/constraint.sdc <==
current_design fifo

set clk_period 10.6
set clk_io_pct 0.2

create_clock -name clk0 -period $clk_period [get_ports {clk}]

set non_clock_inputs [all_inputs -no_clocks]
set_input_delay [expr $clk_period * $clk_io_pct] -clock clk0 $non_clock_inputs
set_output_delay [expr $clk_period * $clk_io_pct] -clock clk0 [all_outputs]
==> flow_summary_export.csv <==
group,metric,value,unit
run_status,status,"finished, final reports clean",
grt,grt_max_degree,113,
final_timing,whs,0.4801,ns
floorplanning,die_h,261.1,um
clocking,cts_buffers,52,
placement,gp_congestion,0.8379,
pwr,powerDensity,279.2,nW/um^2
final_timing,period_minus_slack,6.928,ns
final_layout,layout.cells.most_common,"edfxtp_1",
floorplanning,ios,70,
final_timing,fin_ws,3.672,ns
setup_path,slowest_delay,0.64,ns
setup_path,crit_arrival,4.81,ns
logic_synthesis,synthDistinctLibCells,65,
worst_hold_path,hold_start,"wr_ptr[4]$_DFFE_PN0P_",
clocking,clock_sinks,522,
floorplanning,die_x,261.1,um
final_layout,nFillCells,6068,
floorplanning,chip_area,68150,um^2
clocking,clk_latency,0.62,ns
setup_path,slowest_stage,"buf_4",
final_timing,setup_viol,0,
logic_synthesis,yosysTopAreaCellShare,0.7636,
logic_synthesis,ys_cells,1210,
final_layout,syn_to_final_growth,17.80,%
setup_path,crit_chain,"inv_1 -> ha_4 -> buf_4 -> buf_4 -> or3_1 -> nor2_1 -> a2111oi_0 -> buf_4 -> a21oi_1 -> clkdlybuf4s50_1",
clocking,clockBufferDepth,3,
detailed_routing,wl_per_cell,25.34,um
setup_path,worst_setup_path_start_kind,"register",
floorplanning,fp_util,0.3046,
final_layout,layout_top_cells,"edfxtp_1 (512), a22oi_1 (69), clkdlybuf4s50_1 (69), a21oi_1 (60), nand2_1 (54)",
grt,grt_pass1_wl,81900,um
final_timing,relSlewSlack,0.4260,
clocking,cts_tree,"yes",
logic_synthesis,yosysWarnings,2,
clocking,htreeDepth,2,
logic_synthesis,synthCells,1210,
detailed_routing,drc_errors,0,
job,max_cap_viol_count,0,
placement,dp_worst_setup_slack,4.315,ns
logic_synthesis,edf_count,512,
setup_path,crit_fanout,52,
logic_synthesis,syn_area,20130,um^2
final_timing,skew,0.03511,ns
logic_synthesis,synth_chip_area,20130,um^2
job,log.warning_count,33,
final_timing,rsz0062_at_grt,"false",
clocking,clkTransAtPathRegs,0.06,ns
pwr,irDropWorstVdd,0.1363,mV
grt,antenna_found_initial,1,
clocking,cts_resized,0,
logic_synthesis,synth-main-ff-cell,"edfxtp_1",
grt,grt_usage,0.1755,
clocking,cts_setup_buffers,0,
detailed_routing,drt_pass1_iterations,16,
detailed_routing,ant_nets,0,
pwr,power_leakage,7.383,nW
clocking,clockRootBuffer,"clkbuf_16",
final_timing,finalHoldViolations,0,
detailed_routing,num_antenna_cells,0,
logic_synthesis,top_cells_by_area,"edfxtp_1 (76%), a22oi_1 (2.6%), a21oi_1 (1.5%)",
detailed_routing,vias,11840,
setup_path,end_kind,"output port",
clocking,ctsHoldBuffers,0,
worst_hold_path,hp-class,"reg2reg",
final_timing,fmax,144.3,MHz
detailed_routing,via_per_inst,5.408,
logic_synthesis,ys_ff,522,
setup_path,cpMostUsedCell,"buf_4",
placement,dp_hpwl,29420,um
placement,portBuffers,69,
setup_path,critical_path_class,"reg2out",
logic_synthesis,async_reset_ff_frac,0.01916,
logic_synthesis,syn_avg_cell_area,16.64,um^2
grt,globalRouteOverflowTotal,0,
setup_path,r2r_start,"rd_ptr[2]$_DFFE_PN0P_",
setup_path,startpoint,"rd_ptr[1]$_DFFE_PN0P_",
detailed_routing,finalWirelength,55490,um
final_timing,tns,0,ns
logic_synthesis,top_area_cell,"edfxtp_1",
final_timing,tightestPinTransition,0.8544,ns
final_timing,maxSlewViolCount,0,
floorplanning,rows,94,
grt,grt_pass1_vias,12580,
logic_synthesis,ys_seq_frac,0.7760,
final_timing,finalClockPeriodUsage,0.6536,
detailed_routing,drt_iter0_drc,852,
floorplanning,core_area,66100,um^2
final_layout,drive_above_1_share,0.1176,
setup_path,required,8.48,ns
==> kinds of logic after synthesis <==
family | synth area share
AOI/OAI and AO/OA | 0.1219
xor gates and xnor gates | 0.003480
adders and majority gates | 0.008079
buffers and inverters | 0.02069
DFF | 0.7760
muxes | 0.02678
and+or+nand+nor | 0.04307
==> routing by layer <==
metal | track usage | wire length [um] | up-vias
met4 | 0.05216 | 1967 | 2
met3 | 0.1093 | 7735 | 117
met2 | 0.2686 | 26070 | 751
li1 | - | - | 5138
met5 | 0.005556 | 13 | -
met1 | 0.2095 | 19700 | 5836
==> flip-flops by register name, summed over array words and instances, names as in the netlist <==
| signal | cells |
|---|---|
| mem | 512 |
| wr_ptr | 5 |
| rd_ptr | 5 |
==> synth_stat cells (4+ instances only) <==
library cell  number
a2111oi_0          8
a21oi_1           60
a221o_1            5
a221oi_1          33
a222oi_1          24
a22o_1             8
a22oi_1           69
a311oi_1           5
a31oi_1           19
a32o_1             6
a32oi_1           11
and2_1             5
and3_1             7
buf_1             12
buf_2             18
clkbuf_1          55
dfrtp_1           10
edfxtp_1         512
ha_1              13
inv_1              8
inv_2              4
mux2_1             7
mux2_2             8
mux2i_1           28
mux4_2             4
nand2_1           55
nand2b_1           5
nand3_1           31
nor2_1            39
nor2b_1            6
nor3_1            23
nor4_1             4
o211ai_1           5
o21ai_0           22
o21ai_1           13
o22a_1             4
o22ai_1           17
xnor2_1            5
==> worst max-delay path: cells and delay by family (launching register included) <==
family                   cells  cell delay, ns
flip-flops                   1            0.45
adder cells (fa/ha/maj)      1            0.45
AND-OR/OR-AND                2            0.73
AND/OR/NAND/NOR              2            0.53
buffers and inverters        5            1.99
==> cell type report <==
cell class / count / area, um^2 / area share
clock inverters: 36 / 411.6 / 0.01736
repair buffers: 108 / 996.0 / 0.04199
clock buffers: 60 / 1331 / 0.05613
well taps: 864 / 1081 / 0.04558
flip-flops and latches: 522 / 15630 / 0.6591
inverters: 12 / 45.04 / 0.001899
multi-input cells: 588 / 4220 / 0.1779
==> power by group <==
part | leakage (nW) | internal, mW | switching, mW | total (mW)
registers | 4.73 | 2.39 | 0.0960 | 2.49
logic | 1.80 | 0.872 | 1.39 | 2.26
clock network | 0.853 | 1.10 | 0.770 | 1.87
total | 7.38 | 4.37 | 2.26 | 6.62
==> path summary, 6_finish.rpt <==
path / to / slack, ns / cells after the start
min in group asynchronous: rd_ptr[4]$_DFFE_PN0P_ / 1.92 / 1
worst max-delay path: rd_data[0] / 3.67 / 10
worst min register to register: wr_ptr[4]$_DFFE_PN0P_ / 0.48 / 1
max in group asynchronous: rd_ptr[2]$_DFFE_PN0P_ / 8.22 / 1
worst max register to register: mem[12][25]$_DFFE_PP_ / 6.66 / 9
worst min-delay path: wr_ptr[4]$_DFFE_PN0P_ / 0.48 / 1
==> per-stage QoR <==
step | utilization | area, um^2 | power (mW) | cells
finish | 0.3588 | 23720 | 6.621 | 2190
global route | 0.3588 | 23720 | 6.918 | 2190
CTS | 0.3588 | 23720 | 6.669 | 2190
detailed placement | 0.3325 | 21970 | 4.801 | 2094
global placement | 0.3325 | 21970 | 4.792 | 2094
floorplan | - | 20130 | 3.698 | 1210
Power and IR drop assume default switching activity.
